### /design/flow/run.sh
#!/bin/bash
# OpenROAD 26Q1-2900-gdf79404cd8, Yosys 0.63+post, stock flow scripts
make -C /OpenROAD-flow-scripts/flow DESIGN_CONFIG=/design/flow/config.mk WORK_HOME=/design/flow/orfs finish
### /design/flow/config.mk
export PLATFORM = sky130hd
export DESIGN_NAME = lab6_DMEM
export DESIGN_NICKNAME = lab6_DMEM
export VERILOG_FILES = /design/flow/design.v
export SDC_FILE = /design/flow/constraint.sdc
export NUM_CORES = 4
export LEC_CHECK = 1
export CORE_UTILIZATION = 50
export SYNTH_MEMORY_MAX_BITS = 65536
### /design/flow/constraint.sdc
current_design lab6_DMEM

set clk_period 28.4
set clk_io_pct 0.2

create_clock -name clk0 -period $clk_period [get_ports {clk}]

set non_clock_inputs [all_inputs -no_clocks]
set_input_delay [expr $clk_period * $clk_io_pct] -clock clk0 $non_clock_inputs
set_output_delay [expr $clk_period * $clk_io_pct] -clock clk0 [all_outputs]
### /design/flow/design.v
module lab6_DMEM(input clk,
                 input [15:0] Address,  
                 input [15:0] DataIn,
                 input MemWr,
                 input MemRd,
                 output reg DataValid,
			     output reg [15:0] DataOut);
	reg [15:0] Data [256:0]; 
	initial begin
		Data[48] = 16'h000B;  
		Data[49] = 16'h0001; 
		Data[50] = 16'h0002; 
		Data[51] = 16'h0003; 
		Data[52] = 16'h0004; 
		Data[53] = 16'h0005; 
		Data[54] = 16'h0006; 
		Data[55] = 16'h0007; 
		Data[56] = 16'h0008; 
		Data[57] = 16'h0009; 
		Data[58] = 16'h000A; 
		Data[59] = 16'h000B;
		DataOut <= 0;
	end
	always@(posedge clk)
	begin
		if (MemWr) Data[Address] <= DataIn;
	end
	always@(*)
	begin
		if(MemRd)
		begin
			DataOut <= Data[Address];
			DataValid <= 1;
		end
		else
			DataValid <= 0;
	end
endmodule
==> git commit body <==
Log flow metrics for this revision

- Count of pins on the block boundary: 52
- Count of unclocked register or latch pins: 16
* Chip area estimate from yosys synthesis: 158,000 um^2
- The report lists the power per cell area as 70.3 nW/um^2.
- Dominant flop cell: sky130_fd_sc_hd__edfxtp_1
* Cell count in the Yosys report: 6,951
* DP HPWL: 249,000 um
* Highest achievable clock rate: 0.0787 GHz
* Delay of the slowest cell on the worst path: 0.53 ns
* Biggest area cells: sky130_fd_sc_hd__edfxtp_1, sky130_fd_sc_hd__mux4_2, sky130_fd_sc_hd__mux2i_1
- 32 endpoints have no timing constraint.
* Post-route DRC violation count: 0
- The critical path maximum fanout is 17.
- Synthesis warning total: 1
- The number of global-route vias before repair was 82.1k.
- Ordered cell list for the critical path: clkdlybuf4s50_1 > buf_4 > clkdlybuf4s50_1
* Number of levels the H-tree was split into: 5
* Top logic cells by instance count in the layout: sky130_fd_sc_hd__edfxtp_1, sky130_fd_sc_hd__mux4_2, sky130_fd_sc_hd__buf_4
* Setup-failing EPs final: 0
- Per the OpenROAD power report, leakage power amounts to 56.2 nW.
- Cts bufs inserted: 412
- The most critical hold endpoint after final layout shows a slack of 5.12 ns.
- CP Data Arrival Time: 7.02 ns
* Result of the run: complete, no violations
* GR Util All Layers: 30.5%
- Initial core utilization: 50.3%
* Commonest non-fill, non-tap cell in the layout: sky130_fd_sc_hd__edfxtp_1
- Number of antenna violations at the first check in global routing: 17
- Post-synthesis to final-layout area growth: 13.2%
- For this run, the detailed router's first-pass iteration total came to 5.
- Core area: 315,000 um^2
- DR top layer: met5
* Tool warnings: 39
* Clock-pin slew of the registers on the worst-case setup and hold paths: 0.06 ns
- Setup Crit Path Kind: in -> out
- TNS Setup: 0 ns
* Post-DR wirelength/cell: 34.9 um
* Setup Fix Bufs, Post-CTS: 0
- Final Max Slew Viols: 0
* M1 WL: 126,000 um
- Tally of unique sky130hd cells used after synthesis: 64
- Number of flops mapped to enable cells by yosys: 4,112
* Cell type with the largest total area: sky130_fd_sc_hd__edfxtp_1
- TritonCTS built the clock tree.
- Library cell appearing most often on the critical path: sky130_fd_sc_hd__clkdlybuf4s50_1
* Mapped Cells: 6,951
* Chip footprint: 319,000 um^2
- Number of hold violations in the final report: 0
- Critical Path End Type: output port
- FILL cells: 22.3k
* RSZ-0062 raised after global routing: false
* Worst setup margin: 15.70 ns
- The top cell type by area accounts for 78.0% of the synthesized area.
- Number of cells on the worst hold path: 1
- Remaining global-route overflow: 0
- Post-synthesis async set-or-reset flop share: 0%
* Total vias in the final route: 74.3k
- Mapped cell area: 158,000 um^2
- Class of the tightest hold or removal check: in -> reg
* Type of element launching the critical path: input pin
- The congestion estimate from routability-driven global placement came to 0.903.
- Resize count post-CTS: 0
- Period utilisation layout: 44.7%
- Entering global routing, the biggest net connects 121 pins.
* Met2 wire length: 193,000 um
- The count of nets left with antenna violations once routing finished came out at 0.
- After synthesis, the mean cell area works out to 22.8 um^2.
* Peak supply drop: 0.0587 mV
- Per the slew report, the remaining headroom to the max-slew limit stands at 16.6%.
- Wire length on met3: 80,700 um
* Fraction of the core area covered by cells at the end of the flow: 56.9%
- Per the run summary, max-cap violations total 0.
* Slowest-stage cell, CP: sky130_fd_sc_hd__clkdlybuf4s50_1
* Actual transition at the worst max-transition pin: 1.24 ns
- Looking at the clock tree report, the root buffer type is sky130_fd_sc_hd__clkbuf_16.
* WL final: 418,000 um
* Required arrival time at the worst endpoint: 22.72 ns
* Bufs on Longest Clock Path: 4
- Hold Buf Count CTS: 0
* # placed instances: 11.2k
* Die Height: 565 um
* First DRT Iteration DRCs: 5,014
- Count of placed standard cells in the final layout, fillers left out: 12.0k
- OpenSTA, run right after detailed placement, puts the worst setup slack at 15.71 ns.
- Routed via count divided by cell count: 6.20
- The die is 565 um wide.
* Floorplan row count: 206
- Global-route wire length before repair: 596,000 um
- Input and output buffers added on the ports amount to 44.
- The synthesis stat section lists a flop and latch total of 4,128.
* Fraction of final layout cells with drive strength greater than 1: 30.5%
- After layout, the minimum clock period comes to 12.70 ns.
==> worst max-delay path, delay by kind of cell <==
| kind | cells | cell delay [ns] |
|---|---|---|
| buffers and inverters | 3 | 1.33 |
==> cells in the mapped netlist, drive strengths merged (3+ instances only) <==
| library cell | instances |
|---|---|
| nand4b | 3 |
| a22oi | 117 |
| o21ai | 60 |
| a32oi | 8 |
| nor2 | 306 |
| a31oi | 31 |
| buf | 293 |
| o221ai | 15 |
| a21oi | 71 |
| mux2i | 241 |
| mux4 | 1062 |
| inv | 4 |
| o311ai | 3 |
| and2 | 3 |
| dlxtp | 16 |
| nor2b | 16 |
| nand4 | 8 |
| a21o | 3 |
| nand2b | 8 |
| or3 | 3 |
| o31ai | 4 |
| a22o | 6 |
| o2111ai | 6 |
| mux2 | 43 |
| o211ai | 14 |
| clkbuf | 113 |
| a221oi | 12 |
| a311o | 3 |
| o32ai | 4 |
| nand2 | 152 |
| a2111oi | 11 |
| edfxtp | 4112 |
| a211oi | 17 |
| nand3 | 65 |
| a211o | 4 |
| nor3 | 22 |
| o22ai | 43 |
| and3 | 21 |
==> state kept, by name (all words and copies together), names as in the netlist <==
signal,cells
DataOut,16
Data,4112
==> path summary, 6_finish.rpt <==
check,from,to,slack (ns)
setup / recovery,MemRd,DataValid,15.70
hold / removal,DataIn[7],Data[254][7],5.12
==> layout make-up <==
| cell class | count | area [um^2] | area share (%) |
|---|---|---|---|
| multi-input combinational | 2411 | 33000 | 18.4 |
| sequential | 4128 | 124000 | 69.0 |
| clock buffer | 479 | 10600 | 5.94 |
| antenna | 11 | 27.5 | 0.0153 |
| clock inverter | 269 | 2550 | 1.42 |
| timing repair buffer | 515 | 4150 | 2.31 |
| inverter | 6 | 27.5 | 0.0153 |
| tap | 4160 | 5200 | 2.90 |
==> per-stage QoR <==
step / total power, mW / instance area [um^2]
global placement: 7.43 / 166000
finish: 12.6 / 179000
detailed placement: 7.44 / 166000
global route: 12.9 / 179000
CTS: 12.7 / 179000
floorplan: 7.13 / 158000
==> metal layers <==
layer | vias up | track usage (%)
li1 | 30700 | -
met1 | 37800 | 38.6
met2 | 5034 | 41.9
met5 | - | 1.64
met4 | 34 | 9.26
met3 | 744 | 25.0
==> logic make-up (layout without fill, tap and decap cells) <==
family / Yosys count / in the layout / share of synthesized area (%)
compound gates: 447 / 447 / 1.93
buf+inv: 412 / 1269 / 1.34
flops: 4112 / 4112 / 78.0
latches: 16 / 16 / 0.152
mux: 1346 / 1346 / 16.9
other cells: 0 / 11 / 0
simple gates: 618 / 618 / 1.66
==> power by group <==
part	total, mW	switching [mW]	leakage [nW]	internal [mW]
logic	0.618	0.410	12.6	0.209
registers	6.69	0.00353	37.1	6.69
clock network	5.29	2.26	6.47	3.03
total	12.6	2.67	56.2	9.93
Power figures rest on the tool's default switching activity, not on a simulated workload.
