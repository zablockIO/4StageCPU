--- flow/design.v ---
module RF(input clk,
          input rst,
          input [15:0] DataIn,
          input [3:0] raddr_0,
          input [3:0] raddr_1,
          input [3:0] waddr,
          input WrX,
          output [15:0] out_data_0,
          output [15:0] out_data_1,
          output [15:0] regdata);
   reg [15:0] datastorage [15:0]; 
    always@(posedge clk)
    begin
        if(rst)
        begin
            datastorage[0]  <= $urandom;
            datastorage[1]  <= $urandom;
            datastorage[2]  <= $urandom;
            datastorage[3]  <= $urandom;
            datastorage[4]  <= $urandom;
            datastorage[5]  <= $urandom;
            datastorage[6]  <= $urandom;
            datastorage[7]  <= $urandom;
            datastorage[8]  <= $urandom;
            datastorage[9]  <= $urandom;
            datastorage[10] <= $urandom;
            datastorage[11] <= $urandom;
            datastorage[12] <= $urandom;
            datastorage[13] <= $urandom;
            datastorage[14] <= $urandom;
            datastorage[15] <= $urandom;
        end
        else if(WrX)  
            datastorage[waddr] <= DataIn;
    end
    assign out_data_0 = datastorage[raddr_0];
    assign out_data_1 = datastorage[raddr_1];
    assign regdata = {datastorage[15],
                      datastorage[14],
                      datastorage[13],
                      datastorage[12],
                      datastorage[11],
                      datastorage[10],
                      datastorage[9],
                      datastorage[8],
                      datastorage[7],
                      datastorage[6],
                      datastorage[5],
                      datastorage[4],
                      datastorage[3],
                      datastorage[2],
                      datastorage[1],
                      datastorage[0]};
endmodule
--- flow/run.sh ---
#!/bin/bash
# OpenROAD 26Q1-2900-gdf79404cd8, Yosys 0.63+post, stock flow scripts
make -C /OpenROAD-flow-scripts/flow DESIGN_CONFIG=/design/flow/config.mk WORK_HOME=/design/flow/orfs finish
--- flow/config.mk ---
export PLATFORM = sky130hd
export DESIGN_NAME = RF
export DESIGN_NICKNAME = RF
export VERILOG_FILES = /design/flow/design.v
export SDC_FILE = /design/flow/constraint.sdc
export NUM_CORES = 4
export LEC_CHECK = 1
export CORE_UTILIZATION = 40
--- flow/constraint.sdc ---
current_design RF

set clk_period 5.1
set clk_io_pct 0.2

create_clock -name clk0 -period $clk_period [get_ports {clk}]

set non_clock_inputs [all_inputs -no_clocks]
set_input_delay [expr $clk_period * $clk_io_pct] -clock clk0 $non_clock_inputs
set_output_delay [expr $clk_period * $clk_io_pct] -clock clk0 [all_outputs]
==> summary.txt <==
Flow results are below.

- The flow ran to the end, and the final reports show no timing, DRC or antenna violations.
- The number of warnings reported in the yosys synthesis log is 3, for reference.
- The remaining max-slew budget at the tightest pin is 55.06%, for reference.
- The worst ir drop on vdd is 0.0002087 V, for reference.
- The post-route netlist has 24.15% of its cells at a drive strength greater than 1.
- The achievable frequency is 236.2 MHz, for reference.
- The portion of the post-synthesis area used by sequential elements is 57.32%, for reference.
- The number of global-route vias before repair is 8274.
- The count of hold-fix buffers inserted at cts is 0, for reference.
- The dominant non-sequential cell family after synthesis is multiplexers, for reference.
- Endpoints with negative setup slack in the final report add up to 0.
- The first global-routing pass estimated 53670 µm of wire.
- The chip area from the yosys synthesis statistics is 13410 µm², for reference.
- Per the CTS log, the root buffer master is sky130_fd_sc_hd__clkbuf_16.
- The largest fanout of any net on the critical path is 22, for reference.
- Per the OpenROAD floorplan log, the height of the die is 185.1 µm.
- The maximum clock insertion buffer count is 3, for reference.
- Each instance of the synthesized netlist takes up on average 15.61 µm².
- The longest incremental delay of any stage on the critical path is reported as 0.52 ns.
- The number of setup buffers added after CTS is 0, for reference.
- After filler insertion, the fill cell instance count of the layout stands at 2722.
- In the Yosys report the total cell count is 859.
- The number of distinct library cells after synthesis is 20, for reference.
- The sort of element at the end of the critical path is an output pin, for reference.
- The final antenna-violating net count is 0, for reference.
- The kind of path behind the tightest hold check is in2reg, for reference.
- The transition time recorded at the tightest slew-check pin is 0.6720 ns.
- The data arrival time reported for the critical path is 3.21 ns.
- The portion of synthesized area spent on multiplexers is 21.50%.
- The report lists the number of cells resized after CTS as 0.
- The highest-delay cell along the critical path is sky130_fd_sc_hd__mux4_2, for reference.
- The initial antenna violation count is 0, for reference.
- For reference, XOR and XNOR gates occupy 0% of the area reported after synthesis.
- The largest registers in the layout are datastorage x256.
- The floorplan step records an initial core utilization of 40.91%.
- The main area contributors are sky130_fd_sc_hd__edfxtp_1 57%, sky130_fd_sc_hd__mux4_2 21%, sky130_fd_sc_hd__and2_1 12%, sky130_fd_sc_hd__a22oi_1 3.6%, sky130_fd_sc_hd__clkbuf_1 1.5%.
- The width of the die is 185.1 µm, for reference.
- In the final report, the number of hold violations comes to 0.
- After synthesis the netlist holds a flip-flop and latch count of 256.
- Per the post-place timing report, worst setup slack is 0.8827 ns.
- STA classifies the critical path startpoint as a primary input.
- The number of instances in the placed design is 1335, for reference.
- The signal on the critical path passes through buf_4 -> buf_12 -> mux4_2 -> a22oi_1 -> nand2_1 -> clkdlybuf4s50_1.
- After Yosys synthesis, AND-OR and OR-AND compound gates account for 3.583% of the synthesized area.
- The length of the first detailed-routing pass in iterations is 5, for reference.
- The register with the most flip-flops in the layout has 256 of them.
- Cells fill 47.90% of the core in the end.
- Setup repair after global routing left no endpoint under its margin.
- Per the CTS log, the maximum H-tree level is 1.
- The cell row count is 66, for reference.
- The adder-cell share of the synthesized area is 0%, for reference.
- The required time of the critical path is 4.08 ns, for reference.
- The start-to-end type of the worst setup path is in2out, for reference.
- The script computed a power per unit cell area of 332.8 nW/µm².
- The number of top-level design ports is 79, for reference.
- For this run, the detailed router reports a per-instance via density of 5.639.
- The number of maximum-capacitance constraint violations is 0, for reference.
- For this sky-water flow run, the detailed-routed wirelength per cell is reported as 25.90 µm.
- The setup TNS is 0 ns, for reference.
- The final HPWL from detailed placement is 22730 µm, for reference.
- Compared with the post-synthesis result, the final layout area differs by 17.11%.
- The proportion of netlist area held by the largest area contributor is 57.32%, for reference.
- The final instance count without filler cells is 1387, for reference.
- The TritonCTS clock tree is done, for reference.
- The largest net degree at the start of global routing is 35, for reference.
- The post-synthesis instance total is 859, for reference.
- The worst setup margin is 0.8669 ns, for reference.
- Max-slew check failures listed in the final report amount to 0.
- The detailed router's first-iteration violation count is 436, for reference.
- Summed over all layers, the routed wires come to 35920 µm.
- The register with the most flip-flops is datastorage, for reference.
- For this run the aggregate overflow at the end of global routing stands at 0.
- The placement summary gives the final routability congestion estimate as 0.8861.
- The simple-gate share of the synthesized area is 15.30%, for reference.
- The via total after detailed routing is 7821, for reference.
- The endpoint of the worst setup timing path is out_data_0[6], for reference.
- The clock-pin slew reported for the worst setup and hold paths after clock tree synthesis is 0.06 ns, for reference.
- In the final layout, the multi-input gates occupy 5420 µm².
- The DRC violation total left in the routed layout is recorded as 0.
- The share of the clock period used by the worst path is 83.00%, for reference.
- The standby leakage power is 5.380 nW, for reference.
- The count of tool warnings is 25, for reference.
- The chip area is 34260 µm², for reference.
- Port buffering added 78 buffers.
- The register area is 7687 µm², for reference.
- The worst setup path startpoint is raddr_0[0], for reference.
- Global routing used 24.31% of the available tracks across all layers.
- The smallest clock period supported by the final layout is computed as 4.233 ns.
- Sorting the Yosys area breakdown by cell type puts at the top sky130_fd_sc_hd__edfxtp_1.
- According to the floorplan report, the placeable core area is 32780 µm².
- The combined area of all synthesized cells is 13410 µm², for reference.
- The clock net sink count is 256, for reference.
- The number of buffers added by the clock tree synthesis step is 28, for reference.
## cell usage after synthesis
library cell	n
sky130_fd_sc_hd__a22oi_1	64
sky130_fd_sc_hd__clkbuf_1	55
sky130_fd_sc_hd__nor2_1	11
sky130_fd_sc_hd__nand4bb_1	2
sky130_fd_sc_hd__clkbuf_2	3
sky130_fd_sc_hd__nor3_2	2
sky130_fd_sc_hd__nand4b_4	1
sky130_fd_sc_hd__edfxtp_1	256
sky130_fd_sc_hd__nand2_1	33
sky130_fd_sc_hd__or4b_4	1
sky130_fd_sc_hd__buf_2	15
sky130_fd_sc_hd__buf_1	3
sky130_fd_sc_hd__nor2_4	3
sky130_fd_sc_hd__or2_2	16
sky130_fd_sc_hd__nor3_1	1
sky130_fd_sc_hd__nor2b_1	4
sky130_fd_sc_hd__nor3_4	1
sky130_fd_sc_hd__nand2b_1	2
sky130_fd_sc_hd__mux4_2	128
sky130_fd_sc_hd__and2_1	258
## cell usage in the layout, fill, tap and decap left out, types with 5 or more instances in the layout
cell type,count
sky130_fd_sc_hd__mux4_2,128
sky130_fd_sc_hd__clkdlybuf4s50_1,74
sky130_fd_sc_hd__edfxtp_1,256
sky130_fd_sc_hd__nand2_1,33
sky130_fd_sc_hd__bufinv_16,6
sky130_fd_sc_hd__buf_4,30
sky130_fd_sc_hd__or2_2,16
sky130_fd_sc_hd__a22oi_1,64
sky130_fd_sc_hd__nor2_1,11
sky130_fd_sc_hd__and2_1,258
sky130_fd_sc_hd__buf_12,5
sky130_fd_sc_hd__clkbuf_16,29
sky130_fd_sc_hd__clkinv_1,8
## report_power, final
group / switching [W] / leakage [nW] / internal [W]
clock network: 0.000792 / 0.475 / 0.00133
logic: 0.000297 / 2.46 / 0.000314
registers: 0.0000576 / 2.44 / 0.00244
total: 0.00115 / 5.38 / 0.00408
## worst min-delay path by stage
stage	from	endpoint	slack, ns	cells after the start
CTS	DataIn[4]	datastorage[6][4]	1.51	2
global route	DataIn[4]	datastorage[12][4]	1.57	2
finish	DataIn[4]	datastorage[12][4]	1.54	2
## metal layers
layer	part of all wire, %	vias to the layer above	track usage, %
met4	2.7	0	5.256
met1	37	3885	34.61
met3	13	50	13.11
met2	47	428	35.62
met5	0	-	0
li1	-	3458	-
## stage by stage
step | cell area (µm²) | hold slack, ns | total power [W]
finish | 15710 | 1.537 | 0.005227
global route | 15700 | 1.567 | 0.005419
CTS | 15700 | 1.509 | 0.005273
detailed placement | 14730 | 1.826 | 0.003152
global placement | 14730 | 1.825 | 0.003149
floorplan | 13410 | 1.218 | 0.002858
## kinds of logic (layout without fill, tap and decap cells)
group | Yosys count | after routing
flops | 256 | 256
compound gates | 64 | 64
buf+inv | 76 | 161
simple gates | 335 | 335
mux | 128 | 128
other cells | 0 | 1
## layout make-up
cell class,count,area share [%]
clock buffers,33,4.716
well taps,442,3.521
repair buffers,110,6.820
multi-input cells,527,34.51
flip-flops and latches,256,48.95
clock inverters,18,1.466
diodes,1,0.01593
## worst max-delay path: cells and delay by family
| family | cells | cell delay, ns |
|---|---|---|
| and+or+nand+nor | 1 | 0.13 |
| buffers and inverters | 3 | 1.12 |
| AOI/OAI and AO/OA | 1 | 0.37 |
| muxes | 1 | 0.52 |
Power is estimated from default activity; no workload was simulated.
