===== design/flow/run.sh =====
#!/bin/bash
# OpenROAD 26Q1-2900-gdf79404cd8, Yosys 0.63+post, stock flow scripts
make -C /OpenROAD-flow-scripts/flow DESIGN_CONFIG=/design/flow/config.mk WORK_HOME=/design/flow/orfs finish

===== design/flow/config.mk =====
export PLATFORM = sky130hd
export DESIGN_NAME = Lab6_PC
export DESIGN_NICKNAME = Lab6_PC
export VERILOG_FILES = /design/flow/design.v
export SDC_FILE = /design/flow/constraint.sdc
export NUM_CORES = 4
export LEC_CHECK = 1
export CORE_AREA = 10 10 79 79
export DIE_AREA = 0 0 89 89

===== design/flow/constraint.sdc =====
current_design Lab6_PC

set clk_period 2.8
set clk_io_pct 0.2

create_clock -name clk0 -period $clk_period [get_ports {clk}]

set non_clock_inputs [all_inputs -no_clocks]
set_input_delay [expr $clk_period * $clk_io_pct] -clock clk0 $non_clock_inputs
set_output_delay [expr $clk_period * $clk_io_pct] -clock clk0 [all_outputs]

===== design/flow/design.v =====
module Lab6_PC(input clk,
               input hazard,
               input load_new_pc,
               input [7:0] new_pc,
               output reg [7:0] PC_out);
    reg [7:0] counter = 0;
    always@(posedge clk)
    begin
    if ( hazard ) begin
        PC_out = counter - 2;
        counter = counter - 1; end
    else if ( load_new_pc) begin
        PC_out = new_pc;
        counter = new_pc + 1; end
    else begin
        PC_out = counter;
        counter = counter + 1; end
    end
endmodule

==> results.md <==
| Parameter | This run |
|---|---|
| Status | complete, no violations |
| Clock slew at the register clock pins of the worst setup and hold paths | 0.07 ns |
| List of cells traversed by the critical path | clkdlybuf4s50_1 > o21ai_0 > ha_1 > and3_2 > nor3_1 > o21ai_0 > o221ai_1 |
| Clock root cell | sky130_fd_sc_hd__clkbuf_8 |
| Worst EP arrival | 2.12 ns |
| Number of placement rows | 25 |
| Footprint of the multi-input gates | 686 um2 |
| Post-layout power | 1080 uW |
| Total cells reported by yosys after synthesis | 126 |
| Flip-flop and latch count after synthesis | 16 |
| Proportion of power drawn by the clock network | 19.4% |
| Peak ir drop on the vdd network | 330 uV |
| Number of placed I/O pins | 19 |
| Total internal power | 692 uW |
| Slew HR | 72.6% |
| DRC viols | 0 |
| Sequential cell area fraction in the yosys report | 29.9% |
| Slew Viols, Final | 0 |
| Final setup violation count | 0 |
| CTS Sinks | 16 |
| # placed instances | 193 |
| Pwr per Cell Area | 797 nW/um2 |
| Number of antenna cells inserted | 0 |
| GRT Residual Overflow | 0 |
| Worst skew pair latency | 0.25 ns |
| Crit Path Max Fanout | 6 |
| Global Route met2 Usage | 10.8% |
| Cell types occupying the most area after synthesis | sky130_fd_sc_hd__dfxtp_1 (30%), sky130_fd_sc_hd__ha_1 (4.7%), sky130_fd_sc_hd__mux2i_1 (4.7%), sky130_fd_sc_hd__xor2_1 (4.1%), sky130_fd_sc_hd__nor2_1 (3.9%) |
| Port Buffers | 18 |
| Last weighted congestion value of the routability-driven placer | 0.863 |
| Crit path kind | in -> reg |
| Maximum number of pins on one net before global-route repair | 18 |
| CTS buffer count | 3 |
| Setup TNS Final | 0 ns |
| Relative contribution of combinational cells to total power | 40.9% |
| Setup Fix Bufs, Post-CTS | 0 |
| Worst Hold Class | reg -> reg |
| Layout cells sized above 1 | 14.7% |
| Element type at the critical path start | input port |
| Area leader, netlist | sky130_fd_sc_hd__dfxtp_1 |
| Met3 usage in global routing | 2.48% |
| First drt pass iteration count | 4 |
| Cycle use final | 71.6% |
| H-tree depth | 1 |
| Hold-fix buffer count after cts | 0 |
| Commonest register cell after synthesis | sky130_fd_sc_hd__dfxtp_1 |
| Max Clock Skew | 0.00117 ns |
| Netlist area before placement | 1070 um2 |
| Slowest cell delay on critical path | 0.48 ns |
| Cts repair resizes | 0 |
| Top post-synthesis cells by count | sky130_fd_sc_hd__dfxtp_1 (16), sky130_fd_sc_hd__nor2_1 (11), sky130_fd_sc_hd__nand2_1 (10) |
| Pre-placement core utilization | 23.0% |
| Average wire per cell in the routed design | 12.9 um |
| Die ar. | 7920 um2 |
| Sort of element at the end of the critical path | flop |
| Hold Vio Cnt, Final | 0 |
| Sw frac | 35.7% |
| Wire length of the first global-routing pass | 4.53 mm |
| Met1 global-route usage | 9.83% |
| Synthesis Warnings | 1 |
| Unrepaired setup endpoints after global routing | no |
| DR iter-0 viols | 84 |
| Busiest metal layer after global routing | met2 |
| Static Leak | 0.000521 uW |
| Syn_area_per_cell | 8.50 um2 |
| Global Route Usage Sum | 7.05% |
| Clock tree from TritonCTS | yes |
| Number of distinct standard cells referenced by the synthesized netlist | 44 |
| FF/Latch Area | 320 um2 |
| Final worst path period need | 2.00 ns |
| Final cell count without fillers | 197 |
| Area fraction of the dominant cell type after synthesis | 29.9% |
| YS chip area | 1070 um2 |
| Routed wire length | 2.55 mm |
| Number of buffers on the longest clock path | 2 |
| Count of library flops with an enable pin | 0 |
| Initial antenna violation count | 0 |
| Chip width | 89 um |
| Worst path setup slack after routing | 0.797 ns |
| Slowest stage cell on the critical path | sky130_fd_sc_hd__clkdlybuf4s50_1 |
| Most instantiated library cell after synthesis | sky130_fd_sc_hd__dfxtp_1 |
| Transition at the pin with the smallest max-transition slack | 0.410 ns |
| Via density per instance | 4.60 |
| Count of filler cells inserted in the layout | 500 |
| Via count of the first global-routing pass | 946 |
| Routed via count | 906 |
| Switching pwr | 385 uW |
| Async set or reset register ratio after synthesis | 0% |
| Core ar. | 4660 um2 |
| Die Y | 89 um |
| Post-route ant nets | 0 |
| Sum of net half-perimeters after detailed placement | 1.95 mm |
| Number of max-cap violations | 0 |
| Utilization after layout | 29.0% |
| Part of the power in registers | 39.7% |
| Number of standard cells after synthesis | 126 |
| Tally of OpenROAD warnings | 26 |
| Upper clock frequency limit | 0.499 GHz |
| Area Growth Syn to Fin | 26.1% |
| Endpoint required time on the critical path | 2.92 ns |
| Most used cell, CP | sky130_fd_sc_hd__o21ai_0 |
| Dpl ws | 0.537 ns |
## through the flow
| step | hold slack (ns) | cell area [um2] |
|---|---|---|
| finish | 0.539 | 1350 |
| global route | 0.566 | 1350 |
| CTS | 0.549 | 1350 |
| detailed placement | 0.524 | 1290 |
| global placement | 0.539 | 1290 |
| floorplan | 0.474 | 1070 |
## power by group through the flow
stage | registers [uW] | logic (uW) | clock network [uW]
6_report | 427 | 441 | 209
5_1_grt | 442 | 506 | 235
4_1_cts | 426 | 450 | 221
## logic make-up (layout without fill, tap and decap cells)
kind of cell,after synthesis,in the layout,synth area share [%]
xor+xnor,9,9,7.36
buf+inv,13,30,6.07
compound gates,30,30,20.4
flops,16,16,29.9
fa+ha+maj,4,4,4.67
mux,8,8,7.83
simple gates,46,46,23.7
## worst paths after layout
path         slack, ns    endpoint        start  depth (start not counted)
max reg2reg       1.02  counter[5]   counter[1]                          6
min               0.54   PC_out[1]   counter[1]                          1
max               0.80  counter[4]  load_new_pc                          7
min reg2reg       0.54   PC_out[1]   counter[1]                          1
## registers in the layout, summed over array words and instances, names as in the netlist
signal and cells:
counter 8, PC_out 8
## layer usage
layer | part of all wire (%) | routed length [um] | up-vias
met5 | 0 | 0 | -
met4 | 0.39 | 10 | 0
met3 | 6.4 | 162 | 2
met2 | 42 | 1080 | 14
met1 | 51 | 1290 | 407
li1 | - | - | 483
## cell type report
class	count	share of cell area [%]
Sequential cell	16	23.7
Timing Repair Buffer	21	15.0
Inverter	5	1.39
Multi-Input combinational cell	97	50.8
Clock buffer	4	4.08
Tap cell	54	5.00
## critical path, delay by kind of cell
family                   cells  cell delay [ns]
AND-OR/OR-AND                3             0.54
buffers and inverters        1             0.48
AND/OR/NAND/NOR              2             0.26
adder cells (fa/ha/maj)      1             0.28
## cell usage in the layout, fill, tap and decap left out, types with 2 or more instances in the layout
master and instances:
sky130_fd_sc_hd__ha_1 4, sky130_fd_sc_hd__nor3_1 3, sky130_fd_sc_hd__mux2_2 3, sky130_fd_sc_hd__o21ai_0 7
sky130_fd_sc_hd__nor2_1 11, sky130_fd_sc_hd__a21oi_1 7, sky130_fd_sc_hd__o221ai_1 2, sky130_fd_sc_hd__a21boi_0 2
sky130_fd_sc_hd__nand2b_1 2, sky130_fd_sc_hd__clkdlybuf4s50_1 18, sky130_fd_sc_hd__xnor2_1 4, sky130_fd_sc_hd__inv_1 5
sky130_fd_sc_hd__mux2i_1 5, sky130_fd_sc_hd__a32oi_1 2, sky130_fd_sc_hd__clkbuf_8 4, sky130_fd_sc_hd__dfxtp_1 16
sky130_fd_sc_hd__nand2_1 10, sky130_fd_sc_hd__buf_4 3, sky130_fd_sc_hd__nand3_1 6, sky130_fd_sc_hd__nand3b_1 2
sky130_fd_sc_hd__and3_2 2, sky130_fd_sc_hd__xor2_1 5
Power is estimated from default activity; no workload was simulated.
